==> /design/flow/config.mk <==
export PLATFORM = sky130hd
export DESIGN_NAME = DataMemory
export DESIGN_NICKNAME = DataMemory
export VERILOG_FILES = /design/flow/design.v
export SDC_FILE = /design/flow/constraint.sdc
export NUM_CORES = 4
export LEC_CHECK = 1
export CORE_UTILIZATION = 50
export SYNTH_MEMORY_MAX_BITS = 65536
==> /design/flow/constraint.sdc <==
current_design DataMemory

set clk_period 156.7
set clk_io_pct 0.2

create_clock -name clk0 -period $clk_period [get_ports {CLK}]

set non_clock_inputs [all_inputs -no_clocks]
set_input_delay [expr $clk_period * $clk_io_pct] -clock clk0 $non_clock_inputs
set_output_delay [expr $clk_period * $clk_io_pct] -clock clk0 [all_outputs]
==> /design/flow/design.v <==
module Multiplex2to1b32(input[31:0] src1, input[31:0] src2, output[31:0] out, input sgl);
reg[31:0] result;
always @(*) begin
    if (sgl) result = src2;
    else result = src1;
end
assign out = result;
endmodule
module Multiplex2to1b5(input[4:0] src1, input[4:0] src2, output[4:0] out, input sgl);
reg[4:0] result;
always @(*) begin
    if (sgl) result = src2;
    else result = src1;
end
assign out = result;
endmodule
module Multiplex2to1b1(input src1, input src2, output out, input sgl);
reg result;
always @(*) begin
    if (sgl) result = src2;
    else result = src1;
end
assign out = result;
endmodule
module SignExtension(input[15:0] src, output[31:0] out);
assign out = { {16{src[15]}}, src[15:0] };
endmodule
module UnsignExtension(input[15:0] src, output[31:0] out);
assign out = { 16'h0000, src[15:0] };
endmodule
module ExtensionSA(input[4:0] src, output[31:0] out);
assign out = { {27{1'b0}}, src[4:0] };
endmodule
module RegisterFile(
    input CLK, 
    input[4:0] A1,
    input[4:0] A2,
    input[4:0] A3,
    input WriteEnabled,
    input[31:0] WriteData,
    output[31:0] RD1,
    output[31:0] RD2
    );
reg[31:0] registers[0:31];
integer i;
initial begin
    for (i = 0; i < 32; i++) 
        registers[i] = 0;
end
assign RD1 = registers[A1];
assign RD2 = registers[A2];
always @(negedge CLK) begin
    if (WriteEnabled) begin
        registers[A3] <= WriteData;
    end
end
endmodule
module InstructionMemory(input[31:0] pc, output[31:0] inst);
reg[31:0] memory[0:100-1];
integer i;
initial begin
    $readmemb("CPU_instruction.bin", memory);
end
assign inst = memory[pc >> 2];
endmodule
module DataMemory(
    input CLK, 
    input[31:0] addr, 
    input[31:0] WriteData, 
    input WriteEnabled, 
    output[31:0] RD);
reg[31:0] memory[0:512-1];
integer i;
initial begin
    for (i = 0; i < 512; i = i + 1) begin
        memory[i] = 0;
    end
end
assign RD = memory[addr >> 2];
always @(negedge CLK) begin
    if (WriteEnabled) begin
        memory[addr >> 2] <= WriteData;
    end
end
endmodule
==> /design/flow/CPU_instruction.bin <==
00100000000010010000000000001100
00100000000010101111111111111110
00100000000010110000000000010111
00100000000000100000000000000000
00100000000000110000000000010011
00100000000001000000000000000001
00100000000010001111111111111111
00100000000001100000000000000001
00100000000001100000000000000001
00100000000001100000000000000001
00100000000001010000000000000000
00100000010000100000000000000001
00000001000001000100000000100010
00000000010000110010100000101010
00010100101001001111111111111011
10101100000010000000000000001000
00100000000001100000000000000001
10001100000010010000000000001000
00010001001010100000000000000010
00100000000010110000000000000011
00100000000001100000000000000001
00100000000001100000000000000001
00100000000001100000000000000001
10101100000010110000000000001100
11111111111111111111111111111111
==> /design/flow/run.sh <==
#!/bin/bash
# OpenROAD 26Q1-2900-gdf79404cd8, Yosys 0.63+post, stock flow scripts
make -C /OpenROAD-flow-scripts/flow DESIGN_CONFIG=/design/flow/config.mk WORK_HOME=/design/flow/orfs finish
==> flow_summary.ini <==
; physical design summary
[outcome]
status = finished with violations
violations = capacitance limit, slew limit

[worst_hold_path]
hp-start = addr[4]
hp-class = input pin to primary output

[critical_path]
path_buffers = 3
critPathMaxStageDelay_ps = 890
start_kind = register
slowest_stage = nand4_1
cp_max_fo = 1
critPathTopFamily = simple AND/OR/NAND/NOR gates
worstPathCellList = mux4_2 > mux2i_1 > o22ai_1 > buf_4 > nor4_1 > nand4_1 > nor4_2 > buf_4 > nand4_1 > clkdlybuf4s50_1
crit_type = register to primary output
cp-startpoint = memory[49][3]
cp.required_ps = 125360
worstPathArrival_ps = 85350
crit_path_end_kind = primary output

[clock_tree]
cts_root_buffer = clkbuf_16
cts_resized = 0
numCtsBuffers = 1797
cts_tree = built
cts_hold_buffers = 0
post_cts_buffers = 0
cts.sinks = 16400
clk_pin_slew_worst_paths_ps = 50
clockBufferDepth = 6
cts-htree-levels = 7

[synth]
xor_area_share_pct = 0
numSynthFlops = 16400
synthAdderAreaFrac_pct = 0
yosys.stat.seqShare_pct = 78.7
yosys.area_share.simple_pct = 1.70
yosysChipArea_mm2 = 0.625
ys_cells = 28200
ys.warnings.count = 1
async_reset_ff_share_pct = 0
netlist-cell-type-count = 78
logic_family = multiplexers
synth-main-ff-cell = edfxtp_1
syn_area_mm2 = 0.625
aoi_share_pct = 2.85
synthMuxAreaShare_pct = 15.5
synth.avg_cell_area_um2 = 22.2
enable_flop_cells = 16400
syn_inst = 28200

[detailed_routing]
via_per_inst = 5.69
wl_um = 2170000
vias = 374000
post-route-drc-count = 0
drtPass1Iterations = 8
ant_nets = 0
drtIter0Drc = 27100
wl_per_cell_um = 33.1

[pwr]
vdd_drop_max_mv = 0.0137
p_clk_share_pct = 52.4
seq_power_share_pct = 43.5
combPwrFrac_pct = 4.1
p_sw_uw = 3050
power_per_cell_area_mw_per_mm2 = 14.3
p_int_uw = 8130
switching_share_pct = 27.3
leakagePower_uw = 0.315

[layout]
drive_above_1_share_pct = 19.6
register_area_mm2 = 0.492
n_fill_cell = 82300
largest_register_ffs = 16400
layout_top_cell = inv_1
logic_area_mm2 = 0.130
syn2layout_area_growth_pct = 25.4
reg_top3 = memory (16384)
final_cell_area_mm2 = 0.784
top_register = memory
mostFrequentLayoutCells = 16800 x inv_1, 16400 x edfxtp_1, 3494 x mux4_2

[job]
cap_viol_max_count = 1
tool_warnings = 1062

[sta]
rsz0062_at_grt = false
final_hold_viol_count = 0
worst_pin_slew_ps = 1540
fin_hold_ws_ps = 64230
relSlewSlack_pct = -2.48
finalSetupViolCount = 0
tns_ps = 0
drv_slew = 13

[floorplanning]
rows = 410
die_x_um = 1120
core_mm2 = 1.25
io_pins = 98
die_h_um = 1120
initCoreUtil_pct = 50.2
die_area_mm2 = 1.25

[placed_design]
gp_routability_congestion = 1.00
placed_cell_area_mm2 = 0.660
dp_hpwl_um = 1310000
port-buffer-count = 74

[global_route]
antenna_found_initial = 263
grt_max_degree = 118
grt_first_pass_wirelength_um = 2960000
grt_overflow_total = 0
grt_pass1_vias = 428000
grtUsageTotal_pct = 39.6
==> layer usage <==
metal / track usage (%) / wire length, µm / up-vias / share of wire [%]
li1: - / - / 159000 / -
met1: 37.3 / 561000 / 179000 / 26
met2: 46.6 / 914000 / 30800 / 42
met3: 44.3 / 533000 / 4796 / 25
met4: 23.2 / 132000 / 519 / 6.1
met5: 24.7 / 32400 / - / 1.5
==> cell usage after synthesis (39+ instances only) <==
cell / count / area (µm²)
a221oi_1: 98 / 858
edfxtp_1: 16400 / 492000
buf_6: 43 / 484
mux2_2: 275 / 3100
buf_1: 188 / 706
o22ai_1: 422 / 2640
mux4_2: 3494 / 78700
a22oi_1: 651 / 4890
clkbuf_1: 575 / 2160
nand2_1: 592 / 2220
and3_1: 53 / 332
a22o_1: 141 / 1230
a31oi_1: 57 / 357
a21oi_1: 535 / 2680
buf_4: 105 / 788
nand3_1: 236 / 1180
nor4_1: 72 / 450
buf_2: 738 / 3690
nor3_1: 134 / 671
and4_1: 40 / 350
nor2_1: 637 / 2390
o21ai_0: 385 / 1930
nand4_1: 258 / 1610
mux2i_1: 1479 / 14800
a32oi_1: 39 / 342
a211oi_1: 86 / 646
==> through the flow <==
stage               cells  power, µW  setup slack, ps  utilization, %
floorplan           28200       5740            43160               -
global placement    45200       5980            41490            53.0
detailed placement  45200       5980            41450            53.0
CTS                 64700      11300            40540            62.7
global route        65400      11800            40360            62.8
finish              65600      11200            40010            62.9
==> tightest hold or removal path, delay by kind of cell <==
kind	cells	cell delay [ps]
AND/OR/NAND/NOR	1	80
AND-OR/OR-AND	1	190
buffers and inverters	4	1220
==> kinds of logic after synthesis <==
logic type	after synthesis
DFF	16400
muxes	5248
AOI/OAI and AO/OA	2673
and+or+nand+nor	2207
buffers and inverters	1679
==> worst paths after layout <==
kind / end / cells past startpoint
worst min-delay path: RD[0] / 6
worst max-delay path: RD[3] / 10
==> area by class of cell <==
| class | count | share of cell area [%] |
|---|---|---|
| inverter | 27 | 0.0160 |
| multi-input combinational | 10100 | 16.7 |
| sequential | 16400 | 62.8 |
| timing repair buffer | 2179 | 2.19 |
| clock buffer | 1817 | 5.80 |
| clock inverter | 17700 | 9.63 |
| tap | 16500 | 2.63 |
| antenna | 899 | 0.287 |
==> power groups by stage <==
stage	combinational (µW)	sequential (µW)	clock (µW)
global route	475	4860	6510
finish	462	4870	5860
CTS	449	4870	5990
Power figures rest on the tool's default switching activity, not on a simulated workload.
